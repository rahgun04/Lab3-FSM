**/design/flow/run.sh**
```bash
#!/bin/bash
# OpenROAD 26Q1-2900-gdf79404cd8, Yosys 0.63+post, stock flow scripts
make -C /OpenROAD-flow-scripts/flow DESIGN_CONFIG=/design/flow/config.mk WORK_HOME=/design/flow/orfs finish
```
**/design/flow/config.mk**
```make
export PLATFORM = sky130hd
export DESIGN_NAME = lfsr7
export DESIGN_NICKNAME = lfsr7
export VERILOG_FILES = /design/flow/design.v
export SDC_FILE = /design/flow/constraint.sdc
export NUM_CORES = 4
export LEC_CHECK = 1
export CORE_AREA = 10 10 70 70
export DIE_AREA = 0 0 80 80
```
**/design/flow/constraint.sdc**
```tcl
current_design lfsr7

set clk_period 1.4
set clk_io_pct 0.2

create_clock -name clk0 -period $clk_period [get_ports {clk}]

set non_clock_inputs [all_inputs -no_clocks]
set_input_delay [expr $clk_period * $clk_io_pct] -clock clk0 $non_clock_inputs
set_output_delay [expr $clk_period * $clk_io_pct] -clock clk0 [all_outputs]
```
**/design/flow/design.v**
```verilog
module lfsr7 (
    input logic clk,  
    input logic rst,  
    input logic en,  
    output logic [7:0] data_out  
);
logic [7:0] sreg;
always_ff @ (posedge clk, posedge rst)
    if (rst)
        sreg <= 8'b1;
    else begin
        if(en)begin
            case(sreg)
                8'b11111111:    sreg <= 8'b00000000;
                default:        sreg <= ((sreg << 1) | 8'b00000001);
            endcase
        end
    end
assign data_out = sreg;
endmodule
```
==> CHANGELOG.md <==
### Physical design

* Status: completed
* R2R setup slack at around 0.15 ns
* Synthesized area per cell at 9.54 um2
* Worst path depth at 1
* # IOs at 11
* Relative slew slack at 0.804
* Vias per Instance at 3.21
* Fmax at 794 MHz
* H-Tree Depth at 1
* Vias at between 300 and 400
* Initial antenna violation count at 0
* Lkg Pwr at 0.336 nW
* Largest reg by FF count: sreg
* Post-synthesis chip area from yosys at 353 um2
* Comb. cell area at ~110 um2
* Cell Chain, Critical Path: dlygate4sd2_1
* RR Startpoint: sreg[0]
* Slowest CP cell: dfstp_2
* Cells in synth_stat.txt at 37
* Layout cells sized above 1 at 0.259
* Biggest regs: sreg x8
* Global route overflow at 0
* TNS Setup at 0 ns
* FF-to-FF path depth at 4
* CTS Hold Bufs at 0
* 1st-iter DRT viols at 23
* Hold Crit Class: primary input to asynchronous set/reset pin
* Critical-path maximum fanout at 2
* Area Growth Syn to Fin at 71.3%
* Hold violation count in the final report at 0
* Vias in the first global route at between 300 and 400
* Die area at 6400 um2
* Die X at 80 um
* Final period util at 0.899
* Top cells by area, synth: dfrtp_1 50%, o22ai_1 12%, inv_1 8.5%
* Delay-heaviest family, CP: flip-flops
* Layout Utilization at 0.177
* RSZ-0062 raised after global routing: false
* CTS Buf Count at 3
* Setup violators final at 0
* Count of tool warnings at 25
* Yosys warning total at 1
* Fp_density at 0.103
* Post-Syn Instances at 37
* Max Buffers Root-to-Sink at 2
* Distinct cells, synth at 12
* CP endpoint kind: output pin
* Commonest Layout Cell: buf_4
* Crit path buffers/inverters at 1
* Most frequently placed logic cells in the final layout: 9 x buf_4, 8 x inv_1, 7 x nand2_1, 7 x o22ai_1, 7 x dfrtp_1
* CTS tree: built
* IO Port Bufs at 10
* Total inserted antenna cells at 0
* Post-DP HPWL at 675 um
* Clk root buf: clkbuf_4
* Die height at 80 um
* CP endpoint: data_out[0]
* Share of power burned in registers at 0.446
* Worst VDD drop at 0.000542 V
* Clk sinks at 8
* Period minus WS final at 1.26 ns
* Total track usage at 0.0359
* Detailed Routing Iterations Pass 1 at 4
* Final clock skew at 0.00207 ns
* ANT nets after route at 0
* R2R Path End: sreg[4]
* # fillers at 393
* Internal at about 0.00045 W
* Worst EP required at between 1 and 1.5 ns
* Post-DP Area at around 510 um2
* Cell area after layout at 604 um2
* Clock Power Share at 0.314
* Combinational share of power at 0.240
* Seq/Total Area, Yosys at 0.571
* Top-area cell share at 0.496
* Mapped cell area at 353 um2
* FP Rows at 21
* CORE AREA at 3420 um2
* Register area at 201 um2
* CTS clk-pin slew, worst paths at 0.06 ns
* Hold Worst Slack at 0.284 ns
* Psw at 0.000160 W
* Detailed-route wire length per cell at 10.1 um
* Crit path DAT at 0.98 ns
* Max reg flops at 8
* Synthesized flop and latch total at 8
* DRC errors left at 0
* Clk ins delay skew pair at 0.26 ns
* Slowest stage delay, CP at 0.52 ns
* Global-route wire length before repair at 1820 um
* Synth area leader: dfrtp_1
* Max-cap viol count at 0
* Routability congestion estimate from global placement at approximately 0.71
* Largest net degree at the start of global routing at 17
* Worst Setup SP: sreg[0]
* Worst slew pin tran at 0.293 ns
* CP Class: flop to output pin
* Post-Route WL at between 1000 and 1500 um
* Power Density at around 1000 nW/um2
* Slew Limit Fails at 0
* Startpoint types: flop
* Switching Share at 0.260
## cells by family (layout without fill, tap and decap cells)
kind of cell / count (synthesis) / after routing / share of synthesized area
flip-flops: 8 / 8 / 0.571
buffers and inverters: 10 / 31 / 0.121
AND-OR/OR-AND: 8 / 8 / 0.138
AND/OR/NAND/NOR: 11 / 11 / 0.170
## layout make-up
cell class	count	area share
Clock buffer	4	0.0435
Inverter	8	0.0497
Multi-Input combinational cell	19	0.180
Tap cell	46	0.0952
Sequential cell	8	0.333
Timing Repair Buffer	19	0.298
## how the worst min path moves through the flow
stage     startpoint  endpoint  slack, ns  depth (start not counted)
5_1_grt          rst   sreg[3]       0.31                          2
4_1_cts          rst   sreg[3]       0.30                          2
6_report         rst   sreg[3]       0.28                          2
## routing by layer
metal  routed length (um)  track usage  up-vias
met5                    0            0        -
met4                    0      0.00528        0
met3                  131       0.0239        0
met2                  358       0.0425       16
met1                  565       0.0521      154
li1                     -            -      164
## cell usage after synthesis, drive strengths merged
master	n
inv	8
dfrtp	7
nand2	7
o22ai	7
nand4	2
nor2	2
a21oi	1
buf	1
clkbuf	1
dfstp	1
## metrics by stage
stage | power (W) | instances | worst slack [ns]
after floorplan | 0.000322 | 37 | 0.380
after global placement | 0.000389 | 92 | 0.121
after detailed placement | 0.000394 | 92 | 0.118
after CTS | 0.000621 | 103 | 0.000649
after global routing | 0.000667 | 104 | 0.0815
final | 0.000615 | 104 | 0.141
## power by group through the flow
stage	clock (W)	sequential [W]	combinational, W
CTS	0.000196	0.000275	0.000151
global route	0.000221	0.000277	0.000169
finish	0.000193	0.000275	0.000148
## what timing repair did
item | 4_1_cts | 5_1_grt
pin swaps | 0 | 0
endpoints found under the setup margin | 8 | 6
gates cloned | 0 | 0
gates resized | 2 | 6
setup buffers | 7 | 1
Power figures rest on the tool's default switching activity, not on a simulated workload.
