File: design/flow/config.mk
export PLATFORM = sky130hd
export DESIGN_NAME = lfsr4
export DESIGN_NICKNAME = lfsr4
export VERILOG_FILES = /design/flow/design.v
export SDC_FILE = /design/flow/constraint.sdc
export NUM_CORES = 4
export LEC_CHECK = 1
export CORE_AREA = 10 10 70 70
export DIE_AREA = 0 0 80 80
File: design/flow/constraint.sdc
current_design lfsr4

set clk_period 1.0
set clk_io_pct 0.2

create_clock -name clk0 -period $clk_period [get_ports {clk}]

set non_clock_inputs [all_inputs -no_clocks]
set_input_delay [expr $clk_period * $clk_io_pct] -clock clk0 $non_clock_inputs
set_output_delay [expr $clk_period * $clk_io_pct] -clock clk0 [all_outputs]
File: design/flow/design.v
module lfsr4 (
    input logic clk,  
    input logic rst,  
    input logic en,  
    output logic [4:1] data_out  
);
logic [4:1] sreg;
always_ff @ (posedge clk, posedge rst)
    if (rst)
        sreg <= 4'b1;
    else
        sreg <= en ? {sreg[3:1], sreg[4] ^ sreg[3]} : sreg[4:1]; 
assign data_out = sreg;
endmodule
File: design/flow/run.sh
#!/bin/bash
# OpenROAD 26Q1-2900-gdf79404cd8, Yosys 0.63+post, stock flow scripts
make -C /OpenROAD-flow-scripts/flow DESIGN_CONFIG=/design/flow/config.mk WORK_HOME=/design/flow/orfs finish
==> run summary <==
fresh numbers from the pnr run: status=complete, but fails checks, failing checks=setup timing, post-synthesis sequential area ratio=around 65%, most frequent cells in the layout=buf_4 (4), mux2_2 (3), clkbuf_4 (3), dfrtp_1 (3), main kind of combinational logic by area=multiplexers, Initial Util=4.58%, WS Path Type=flop to output pin, Pint=0.000618 W, total I/O pin count=7, CP cell instances=buf_2, Adder Area Share=0%, first-pass GRT wire length=703 µm, Die H=about 80 µm, Worst Path Arrival=0.86 ns, worst vdd ir=~0.4 mV, cts bufs inserted=3, CTS sink cnt=4, cell count after synthesis=11, Worst path top cell family by delay=flip-flops, via/cell ratio=roughly 1.9, Worst path max stage delay=about 0.53 ns, Tot Pwr=approximately 0.00083 W, largest reg by FF count=sreg, Yosys Instances=11, Buf/Inv on CP=1, NetSw=0.000215 W, TritonCTS clock tree=yes, Worst path depth=1, reg2reg path depth=2, DRC=0, layout cells sized above 1=60.0%, RSZ-0062 raised after global routing=true, Final Slew Violations=0, slowest stage cell, crit path=dfstp_2, CTS Hold Bufs=0, Top-area cell share=between 40% and 50%, Synth mux share=21.6%, Clock Pin Slew Worst Setup and Hold Paths=about 0.04 ns, Initial DRC Count=0, site row count=21, Remaining Overflow, GRT=0, H-tree levels=1, Layout area overhead=97.6%, Yosys chip area=156 µm², Compound Share, Synth=roughly 3.2%, xor/xnor share=under 10%, clock share of power=27.1%, Vias=134, initial antenna violation count=0, yosys simple share=2.40%, First-pass DRT Iterations=1, Die W=80 µm, Comb pwr share=36.9%, Core Footprint=between 3000 and 4000 µm², number of synthesis warnings=1, crit end category=output pin, clk buf depth=2, CP required=0.80 ns, Fill cells=406, #FFs+latches synth=4, post-layout minimum cycle time=1.06 ns, Slew HR=86.9%, cell taking the most area after synthesis=dfrtp_1, PnR worst setup slack=-0.0596 ns, Setup TNS=-0.0596 ns, gp weighted congestion=~0.67, period utilization=106%, number of global-route vias before repair=~130, Max Cap Violations=0, Root Driver=clkbuf_4, clock skew=0.0110 ns, Avg Cell Area, Syn=between 10 and 15 µm², clk latency late pin=between 0.2 and 0.3 ns, Cell Type Count=7, tool warning count=27, number of port buffers=6, post-DR wirelength/cell=~6.3 µm, sequential share of power=a little over a third, pwr/cell area=between 2000 and 3000 nW/µm², post-route ant nets=0, top cells, area=dfrtp_1 (48%), mux2_2 (22%), dfstp_2 (17%), max FFs per register=4, leak pwr=between 0.1 and 0.15 nW, Hold WC Path Type=input port to async pin, switch share=25.8%, ANT cells=0, Total GRT Usage=between 1.5 and 2%, Die ar.=between 6000 and 7000 µm², Worst Tran Pin Value=around 0.20 ns, max frequency=around 940 MHz, crit path max fanout=3, Post-Syn Area=roughly 160 µm², Critical Path Start Type=flop, Commonest Layout Cell=buf_4, WL final=447 µm, top flop regs=sreg: 4 flops, count of final setup violators=1, Hold Vio Cnt, Final=0, largest net degree at the start of global routing=5
==> area by class of cell <==
| cell class | count | area, µm² | share of cell area, % |
|---|---|---|---|
| clock buffer | 4 | 26.3 | 8.50 |
| inverter | 1 | 3.75 | 1.21 |
| multi-input combinational | 6 | 51.3 | 16.6 |
| sequential | 4 | 101 | 32.8 |
| tap | 46 | 57.6 | 18.6 |
| timing repair buffer | 10 | 68.8 | 22.3 |
==> logic make-up after synthesis <==
group	Yosys count
flip-flops	4
multiplexers	3
AND-OR/OR-AND	1
XOR/XNOR	1
AND/OR/NAND/NOR	1
buffers and inverters	1
==> power by group through the flow <==
stage	registers (W)	logic, W	clock network [W]
after CTS	0.000301	0.000371	0.000233
after global routing	0.000322	0.000354	0.000258
final	0.000299	0.000308	0.000226
==> path summary, 6_finish.rpt <==
check | startpoint | endpoint | slack, ns
setup / recovery | sreg[1] | data_out[1] | -0.06
hold / removal | rst | sreg[3] | 0.14
setup reg to reg | sreg[3] | sreg[4] | 0.10
hold reg to reg | sreg[1] | sreg[1] | 0.49
max in group asynchronous | rst | sreg[1] | 0.62
min in group clk0 | en | sreg[3] | 0.47
==> timing repair <==
item	CTS	global route
endpoints found under the hold margin	0	0
buffers inserted	1	0
resized	12	2
setup endpoints to repair	5	5
==> stage by stage <==
stage | worst slack [ns] | cells | hold slack (ns) | area [µm²] | utilization [%]
6_report | -0.0596 | 71 | 0.138 | 309 | 9.05
4_1_cts | -0.0767 | 72 | 0.142 | 327 | 9.56
3_3_place_gp | -0.228 | 67 | 0.402 | 304 | 8.90
5_1_grt | -0.113 | 71 | 0.157 | 309 | 9.05
2_1_floorplan | 0.253 | 11 | -0.0346 | 156 | -
3_5_place_dp | -0.238 | 67 | 0.405 | 304 | 8.90
==> synthesized netlist by cell type (all sizes together) <==
cell / number
xnor2: 1
dfstp: 1
a21oi: 1
inv: 1
nor2: 1
dfrtp: 3
mux2: 3
==> metal layers <==
layer  routed length (µm)  track usage, %
met5                    0               0
met1                  176            1.61
met2                  165            1.85
met3                   99            2.50
met4                    6           0.176
No activity file was given, so power comes from the tool's default toggle rates.
